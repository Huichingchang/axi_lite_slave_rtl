--- config.mk ---
export PLATFORM = sky130hd
export DESIGN_NAME = top_axi_slave
export DESIGN_NICKNAME = top_axi_slave
export VERILOG_FILES = /design/flow/design.v
export SDC_FILE = /design/flow/constraint.sdc
export NUM_CORES = 4
export LEC_CHECK = 1
export CORE_UTILIZATION = 40
--- constraint.sdc ---
current_design top_axi_slave

set clk_period 2.4
set clk_io_pct 0.2

create_clock -name clk0 -period $clk_period [get_ports {clk}]

set non_clock_inputs [all_inputs -no_clocks]
set_input_delay [expr $clk_period * $clk_io_pct] -clock clk0 $non_clock_inputs
set_output_delay [expr $clk_period * $clk_io_pct] -clock clk0 [all_outputs]
--- design.v ---
`timescale 1ns/1ps
module axi_slave_write_fsm #(
	parameter ADDR_WIDTH = 4,
	parameter DATA_WIDTH = 32
)(
	input wire clk,
	input wire rst_n,
	input wire [ADDR_WIDTH-1:0] awaddr,
	input wire awvalid,
	output reg awready,
	input wire [DATA_WIDTH-1:0] wdata,
	input wire wvalid,
	output reg wready,
	output reg [1:0] bresp,
	output reg bvalid,
	input wire bready,
	output reg wr_en,
	output reg [ADDR_WIDTH-1:0] wr_addr,
	output reg [DATA_WIDTH-1:0] wr_data
);
	localparam IDLE = 2'b00;
	localparam WRITE = 2'b01;
	localparam RESP = 2'b10;
	reg [1:0] state, next_state;
	always @(posedge clk or negedge rst_n) begin
		if (!rst_n)
			state <= IDLE;
		else
			state <= next_state;
	end
	always @(*) begin
		next_state = state;
		case (state)
			IDLE: begin
			   if (awvalid && wvalid) 
					next_state = WRITE;
			end
			WRITE: begin
			   next_state = RESP;
			end
			RESP: begin
				if (bready) 
					next_state = IDLE;
			end
		endcase
	end
	always @(posedge clk or negedge rst_n) begin
		if (!rst_n) begin
			awready <= 0;
			wready <= 0;
			bvalid <= 0;
			bresp <= 2'b00;
			wr_en <= 0;
			wr_addr <= 0;
			wr_data <= 0;
		end else begin
			awready <= 0;
			wready <= 0;
			bvalid <= 0;
			wr_en <= 0;
			case (state)
				IDLE: begin
					awready <= 1;
					wready <= 1;
					if (awvalid && wvalid) begin
						wr_en <= 1;
						wr_addr <= awaddr;
						wr_data <= wdata;
					end
				end
				WRITE: begin
					bvalid <= 1;
					bresp <= 2'b00;   
				end		
			endcase
		end
	end
endmodule
`timescale 1ns/1ps
module reg_block #(
	parameter ADDR_WIDTH = 4,
	parameter DATA_WIDTH = 32,
	parameter REG_NUM = 4
)(
	input wire clk,
	input wire rst_n,
	input wire wr_en,
	input wire [ADDR_WIDTH-1:0] wr_addr,
	input wire [DATA_WIDTH-1:0] wr_data
);
	reg [DATA_WIDTH-1:0] reg_array [0: REG_NUM-1];
	integer i;
	always @(posedge clk or negedge rst_n) begin
		if (!rst_n) begin
			for (i = 0; i < REG_NUM; i = i + 1) begin
				reg_array[i] <= {DATA_WIDTH{1'b0}};
			end
		end else if (wr_en) begin
			if (wr_addr[ADDR_WIDTH-1:2] < REG_NUM) begin
				reg_array[wr_addr[ADDR_WIDTH-1:2]] <= wr_data;
			end
		end
	end
endmodule
`timescale 1ns/1ps
module top_axi_slave # (
	parameter ADDR_WIDTH = 4,
	parameter DATA_WIDTH = 32
)(
	input wire clk,
	input wire rst_n,
	input wire [ADDR_WIDTH-1:0] s_axi_awaddr,
	input wire s_axi_awvalid,
	output wire s_axi_awready,
	input wire [DATA_WIDTH-1:0] s_axi_wdata,
	input wire s_axi_wvalid,
	output wire s_axi_wready,
	output wire [1:0] s_axi_bresp,
	output wire s_axi_bvalid,
	input wire s_axi_bready,
	output wire wr_en,
	output wire [ADDR_WIDTH-1:0] wr_addr,
	output wire [DATA_WIDTH-1:0] wr_data
);
	axi_slave_write_fsm #(
		.ADDR_WIDTH(ADDR_WIDTH),
		.DATA_WIDTH(DATA_WIDTH)
	) u_axi_slave_fsm (
		.clk (clk),
		.rst_n (rst_n),
		.awaddr (s_axi_awaddr),
		.awvalid (s_axi_awvalid),
		.awready (s_axi_awready),
		.wdata (s_axi_wdata),
		.wvalid (s_axi_wvalid),
		.wready (s_axi_wready),
		.bresp (s_axi_bresp),
		.bvalid (s_axi_bvalid),
		.bready (s_axi_bready),
		.wr_en (wr_en),
		.wr_addr (wr_addr),
		.wr_data (wr_data)
	);
	reg_block #(
		.ADDR_WIDTH(ADDR_WIDTH),
		.DATA_WIDTH(DATA_WIDTH)
	) u_reg_block (
		.clk (clk),
		.rst_n (rst_n),
		.wr_en(wr_en),
		.wr_addr(wr_addr),
		.wr_data(wr_data)
	);
endmodule
--- run.sh ---
#!/bin/bash
# OpenROAD 26Q1-2900-gdf79404cd8, Yosys 0.63+post, stock flow scripts
make -C /OpenROAD-flow-scripts/flow DESIGN_CONFIG=/design/flow/config.mk WORK_HOME=/design/flow/orfs finish
==> results.json <==
{
  "die_y_um": 66.16,
  "path_cells": "clkdlybuf4s50_1",
  "met2_usage_pct": 21.68,
  "crit_slowest_cell": "clkdlybuf4s50_1",
  "peakVddDrop_uv": 307.0,
  "ys_seq_share_pct": 62.39,
  "setup_viol_count_final": 0,
  "postCtsSetupBuffers": 0,
  "die_w_um": 66.16,
  "ant_nets": 0,
  "finalCritPeriodShare_pct": 67.52,
  "critPathTopFamily": "buffers and inverters",
  "regArea_mm2": 0.001027,
  "num_antenna_cells": 0,
  "clock_skew_ps": 1.717,
  "place_inst": 216,
  "core_mm2": 0.003799,
  "place.detailed.hpwl_um": 2068,
  "rsz0062_at_grt": "false",
  "place_ws_ps": 502.5,
  "drtIter0Drc": 28,
  "hp-class": "primary input to asynchronous set/reset pin",
  "grt_pass1_wl_um": 4698,
  "fmax_mhz": 617.1,
  "warnings": 26,
  "drive_above_1_share_pct": 28.41,
  "cts_resized": 0,
  "die_area_mm2": 0.004377,
  "power_frac_clock_pct": 38.0,
  "crit_type": "flip-flop to primary output",
  "grt_pass1_vias": 1024,
  "leakage_uw": 0.001297,
  "syn_avg_cell_area_um2": 18.30,
  "internal_power_uw": 1008,
  "finalNonFillerCells": 224,
  "path_clk_slew_ps": 70,
  "grt_util_all_layers_pct": 14.61,
  "use_met1_pct": 22.70,
  "wl_per_cell_um": 12.77,
  "antenna_found_initial": 0,
  "drv_slew": 0,
  "grt-busiest-layer": "met1",
  "yosysUniqueCellTypes": 12,
  "fin_ws_ps": 779.6,
  "power_uw": 1244,
  "viasPerCell": 4.478,
  "grtUsageMet3_pct": 4.545,
  "status": "finished clean",
  "place.gp.congestion": 0.7269,
  "hold_viol": 0,
  "fill_cells": 280,
  "switching_share_pct": 18.96,
  "crit_required_ps": 1920,
  "mi_logic_area_um2": 559.3,
  "crit_fanout": 3,
  "synth_flops": 41,
  "p_per_area_mw_per_mm2": 481.0,
  "drt-total-wl_um": 2860,
  "drv_cap": 0,
  "clock.latency.late_pin_ps": 280,
  "syn_to_final_growth_pct": 57.07,
  "cp-start-kind": "flip-flop",
  "hold_buffers": 0,
  "p_seq_share_pct": 55.5,
  "yosys_area_mm2": 0.001647,
  "cts_buffers": 5,
  "yosysCellCount": 90,
  "max_slew.worst_pin.slew_ps": 716.5,
  "cts_buffer_depth": 2,
  "num_vias": 1003,
  "root_buffer": "clkbuf_8",
  "initial_core_util_pct": 43.35,
  "fin_setup_tns_ps": 0,
  "p_comb_share_pct": 6.5,
  "grt_start_max_net_pins": 35,
  "crit_buf_inv": 1,
  "cp-end-kind": "primary output",
  "slew_headroom_pct": 52.23,
  "io_pins": 83,
  "syn_inst": 90,
  "p_sw_uw": 235.8,
  "rows": 22,
  "yosysWarnings": 3,
  "crit_arrival_ps": 1140,
  "fin_crit_ps": 1620,
  "tritoncts": "yes",
  "slowest_delay_ps": 490,
  "port_buffers": 80,
  "cts.sinks": 41,
  "grt_overflow_total": 0,
  "syn_area_mm2": 0.001647,
  "postPlaceCellArea_mm2": 0.002485,
  "final_area_mm2": 0.002586,
  "dr.pass1.iters": 2,
  "htreeDepth": 2,
  "drc": 0
}
## metal layers
metal,part of all wire [%],vias to the layer above
met5,0,-
met4,0.94,0
met3,10,5
met2,44,52
met1,45,474
li1,-,472
## cell families after synthesis
| group | share of synthesized area [%] |
|---|---|
| flip-flops | 62.39 |
| multiplexers | 31.23 |
| buffers and inverters | 3.875 |
| AND-OR/OR-AND | 0.9881 |
| AND/OR/NAND/NOR | 1.292 |
| other | 0.2277 |
## power groups by stage
stage                 clock, uW  combinational [uW]  sequential (uW)
after CTS                   495                83.2              690
final                       472                80.9              691
after global routing        535                88.7              690
## through the flow
step                util, %  hold slack, ps
floorplan                 -           184.4
global placement      65.42           394.1
detailed placement    65.42           396.0
CTS                   68.08           270.5
global route          68.08           303.9
finish                68.08           248.5
## flip-flops by register name, summed over array words and instances (netlist names)
register	flops
u_axi_slave_fsm.wr_data	32
u_axi_slave_fsm.wr_addr	4
u_axi_slave_fsm.state	3
u_axi_slave_fsm.awready	1
u_axi_slave_fsm.bvalid	1
## cells in the final DEF (no fill, tap or decap), drive strengths merged
cell type and n:
conb 2, clkdlybuf4s50 79, clkbuf 7, dfrtp 40
clkinv 1, a22o 1, dfstp 1, mux2 36
nand3 1, buf 4, nand2 1, a21o 1
inv 2
## synthesized netlist by cell type, drive strengths merged
cell type   n  area, um^2
nand2       1       3.750
a22o        1       8.760
dfstp       1       26.28
nand3       1       17.52
inv         2       7.510
buf         6       56.30
a21o        1       7.510
conb        1       3.750
mux2       36       514.3
dfrtp      40        1001
## final timing paths
kind,startpoint,end,slack [ps],cells after the start
max,u_axi_slave_fsm.state[2],wr_en,780,1
min,rst_n,u_axi_slave_fsm.wr_data[9],250,1
max reg2reg,u_axi_slave_fsm.state[0],u_axi_slave_fsm.wr_data[20],1010,3
min reg2reg,u_axi_slave_fsm.state[2],u_axi_slave_fsm.bvalid,410,0
max in group asynchronous,rst_n,u_axi_slave_fsm.wr_data[18],1570,2
min in group clk0,u_axi_slave_fsm.state[2],u_axi_slave_fsm.bvalid,410,0
## layout make-up
type,instances,share of cell area (%)
repair buffers,83,32.12
clock inverters,1,0.1935
clock buffers,7,3.725
multi-input cells,42,21.63
inverters,2,0.2903
well taps,48,2.322
flip-flops and latches,41,39.72
Power is estimated from default activity; no workload was simulated.
