## flow/run.sh

```bash
#!/bin/bash
# OpenROAD 26Q1-2900-gdf79404cd8, Yosys 0.63+post, stock flow scripts
make -C /OpenROAD-flow-scripts/flow DESIGN_CONFIG=/design/flow/config.mk WORK_HOME=/design/flow/orfs finish
```

## flow/config.mk

```make
export PLATFORM = sky130hd
export DESIGN_NAME = axi_slave
export DESIGN_NICKNAME = axi_slave
export VERILOG_FILES = /design/flow/design.v
export SDC_FILE = /design/flow/constraint.sdc
export NUM_CORES = 4
export LEC_CHECK = 1
export CORE_UTILIZATION = 30
```

## flow/constraint.sdc

```tcl
current_design axi_slave

set clk_period 2.6
set clk_io_pct 0.2

create_clock -name clk0 -period $clk_period [get_ports {clk}]

set non_clock_inputs [all_inputs -no_clocks]
set_input_delay [expr $clk_period * $clk_io_pct] -clock clk0 $non_clock_inputs
set_output_delay [expr $clk_period * $clk_io_pct] -clock clk0 [all_outputs]
```

## flow/design.v

```verilog
`timescale 1ns/1ps
module axi_slave #(
	parameter ADDR_WIDTH = 4,
	parameter DATA_WIDTH = 32
)(
	input wire clk,
	input wire rst_n,
	input wire [ADDR_WIDTH-1:0] awaddr,
	input wire awvalid,
	output reg awready,
	input wire [DATA_WIDTH-1:0] wdata,
	input wire wvalid,
	output reg wready,
	output reg bvalid,
	input wire bready,
	output reg write_en,
	output reg [ADDR_WIDTH-1:0] write_addr,
	output reg [DATA_WIDTH-1:0] write_data
);
	reg aw_hs, w_hs;
	always @(posedge clk or negedge rst_n) begin
		if (!rst_n) begin
			awready <= 1'b0;
			wready <= 1'b0;
			bvalid <= 1'b0;
			write_en <= 1'b0;
			write_addr <= 'b0;
			write_data <= 'b0;
			aw_hs <= 1'b0;
			w_hs <= 1'b0;
		end else begin
			if (awvalid && !awready) begin
				awready <= 1'b1;
			end else begin
				awready <= 1'b0;
			end
			if (wvalid && !wready) begin
				wready <= 1'b1;
			end else begin
				wready <= 1'b0;
			end
			aw_hs <= awvalid && awready;
			w_hs <= wvalid && wready;
			if (aw_hs && w_hs) begin
				write_en <= 1'b1;
				write_addr <= awaddr;
				write_data <= wdata;
				bvalid <= 1'b1;
			end else begin
				write_en <= 1'b0;
			end
			if (bvalid && bready) begin
				bvalid <= 1'b0;
			end
		end
	end
endmodule
```

==> run summary <==
outcome: finished clean
library cell occupying the most area in the post-synthesis netlist: sky130_fd_sc_hd__dfrtp_1
maximum fanout along the worst path: 20
# DRC: 0
most used standard cells in the synthesized netlist: sky130_fd_sc_hd__dfrtp_1 (42), sky130_fd_sc_hd__mux2_2 (18), sky130_fd_sc_hd__mux2_4 (18)
fraction of final layout cells with drive strength greater than 1: 25.9%
gp weighted congestion: 0.720
Reg2Reg Capture Point: write_data[27]
count of buffers from port buffering: 80
Commonest flop: sky130_fd_sc_hd__dfrtp_1
Critical R2R Launch: w_hs
first-pass detailed-route iteration total: 3
number of maximum-capacitance constraint violations: 0
detail-routed via count per cell: 4.09
Resized Gates After CTS: 0
dpl cell area: 2470 um2
worst path cell trace: nand2_2 > buf_4 > mux2_2
power after layout: 1.78 mW
Yosys chip area: 1610 um2
RSZ-0062 raised after global routing: false
share of the cycle needed by the critical path after routing: 63.5%
routed length per placed instance: 13.0 um
Synth-to-Final Area Change: 58.5%
kind of cell adding the most delay to the critical path: buffers and inverters
global-route total usage across every layer: 11.7%
via total after detailed routing: 999
global-route wire length before repair: 4.84 mm
Slew headroom: 55.7%
critical path data required time: 2770 ps
Worst Setup Start Kind: register
number of warnings issued by yosys: 1
worst setup slack for register-to-register paths: 950 ps
netlist area before placement: 1610 um2
Top area cell types: sky130_fd_sc_hd__dfrtp_1 (65%), sky130_fd_sc_hd__mux2_4 (17%), sky130_fd_sc_hd__mux2_2 (13%)
overall routed net length: 3.17 mm
count of boundary I/O pins: 81
final cell count without fillers: 244
HPWL after detailed placement: 2.38 mm
sum of overflow across all layers after global routing: 0
antenna viol nets, final: 0
count of endpoints failing hold in the final timing report: 0
largest clock skew in the final design: 4.37 ps
maximum achievable frequency: 0.606 GHz
Gate Count Post-Synth: 89
start-to-end type of the worst setup path: reg2reg
largest voltage drop on the vdd net: 0.321 mV
total clock buffers created by CTS: 5
Die Footprint: 5650 um2
Dominant cell area share: 65.5%
Clock Sinks: 42
count of warning messages emitted by the tools: 25
Worst setup EP type: register
min cycle time layout: 1650 ps
leakage power summed over all cells: 1.13 nW
clock-pin slew on the worst setup and hold paths: 70 ps
count of buffers added by post-CTS timing repair for setup: 0
die x size: 75.2 um
Post-synth seq share: 65.5%
final setup violating endpoints: 0
Die Ht: 75.2 um
DR iter-0 viols: 24
stage delay of the slowest cell on the critical path: 400 ps
CTS tree: built
number of global-route vias before repair: 983
Worst Path Arrival: 1820 ps
maximum level of the CTS H-tree: 2
FFs w/ async S/R, synth: 100%
Initial Utilization: 31.2%
Site Rows: 26
final standard cell area without fillers: 2540 um2
Tightest Hold Check Type: in2async
per-instance average area after synthesis: 18.0 um2
setup TNS after final layout: 0 ps
Max Transition Viols Final: 0
source-to-sink clock delay at the later pin of the worst-skew pair: 280 ps
area of the placeable core: 5140 um2
cell count listed in synth_stat.txt: 89
largest buffer count on any clock path: 2
number of buffer and inverter instances along the worst setup path: 1
placed instance count: 237
Post-Route Utilization: 49.5%
buffer cell driving the clock tree root: sky130_fd_sc_hd__clkbuf_8
Synth flops: 42
count of different cell masters after synthesis: 10
count of flip-flops with a built-in enable after synthesis: 0
most frequent cell after synthesis: sky130_fd_sc_hd__dfrtp_1
power per unit of standard cell area: 699 nW/um2
number of antenna violations at the first check in global routing: 0
transition time at the pin with the least slew margin: 665 ps
crit path max-delay cell type: sky130_fd_sc_hd__buf_4
logic depth of the worst register-to-register path: 3
CTS Hold Buffers Added: 0
largest net degree at the start of global routing: 32
n_diodes: 0
routing by layer:
layer	routed length, um	share of wire [%]	track usage [%]	up-vias
met1	1400	44	17.9	493
met4	22	0.69	1.65	0
met5	0	0	0	-
met3	114	3.6	2.99	2
met2	1640	52	17.9	29
li1	-	-	-	475
logic make-up (layout without fill, tap and decap cells):
| logic type | count (synthesis) | count (layout) | synth area share, % |
|---|---|---|---|
| buf+inv | 5 | 90 | 2.65 |
| simple gates | 5 | 5 | 1.79 |
| mux | 37 | 37 | 30.1 |
| flops | 42 | 42 | 65.5 |
area by class of cell:
class	count	area (um2)
fill	457	2600
sequential	42	1050
timing repair buffer	82	811
multi-input combinational	42	514
tap	70	87.6
clock buffer	7	76.3
inverter	1	3.75
placed cells by master (no fill, tap or decap):
cell,count
sky130_fd_sc_hd__buf_4,2
sky130_fd_sc_hd__clkbuf_1,2
sky130_fd_sc_hd__nor2b_1,2
sky130_fd_sc_hd__clkdlybuf4s50_1,79
sky130_fd_sc_hd__nand2_2,1
sky130_fd_sc_hd__clkbuf_8,5
sky130_fd_sc_hd__mux2_2,18
sky130_fd_sc_hd__dfrtp_1,42
sky130_fd_sc_hd__and2_1,2
sky130_fd_sc_hd__mux2_4,18
sky130_fd_sc_hd__buf_2,1
sky130_fd_sc_hd__inv_1,1
sky130_fd_sc_hd__mux2i_1,1
worst register-to-register path, cell delays in order, from the launching register on:
cell	delay, ps
sky130_fd_sc_hd__dfrtp_1	380
sky130_fd_sc_hd__nand2_2	380
sky130_fd_sc_hd__buf_4	410
sky130_fd_sc_hd__mux2_2	380
sequential cells by signal (all words and copies together), names as in the netlist:
signal	count
write_en	1
wready	1
write_data	32
bvalid	1
aw_hs	1
write_addr	4
w_hs	1
awready	1
power by group:
group | leakage, nW | total [mW] | internal [mW] | switching [mW]
clock network | 0.0383 | 0.378 | 0.185 | 0.194
logic | 0.595 | 0.513 | 0.437 | 0.0764
registers | 0.499 | 0.887 | 0.805 | 0.0822
worst max path at each step:
stage,startpoint,endpoint,cells after the start
CTS,w_hs,write_data[24],3
finish,w_hs,write_data[27],3
global route,w_hs,write_data[27],3
through the flow:
stage	setup WS, ps	hold WS (ps)
detailed placement	932	439
floorplan	1460	224
global route	842	310
global placement	977	436
CTS	919	282
finish	949	265
Power figures rest on the tool's default switching activity, not on a simulated workload.
